### design/flow/design.v
module REG_32 (
		input clk,
		input rst,
		input read_en,
		input write_en,
		input [4 - 1 : 0] addr,
		input [32 - 1 : 0] write_data,
		output reg [32 - 1 : 0] read_data
);
	reg [32 - 1 : 0] data [16 - 1 : 0];
	always @(posedge clk) begin
      	if (rst)
			read_data <= {32{1'b0}};
		else if (read_en)
			read_data <= data[addr];
		else if (write_en)
			data[addr] <= write_data;
	end
endmodule
### design/flow/run.sh
#!/bin/bash
# OpenROAD 26Q1-2900-gdf79404cd8, Yosys 0.63+post, stock flow scripts
make -C /OpenROAD-flow-scripts/flow DESIGN_CONFIG=/design/flow/config.mk WORK_HOME=/design/flow/orfs finish
### design/flow/config.mk
export PLATFORM = sky130hd
export DESIGN_NAME = REG_32
export DESIGN_NICKNAME = REG_32
export VERILOG_FILES = /design/flow/design.v
export SDC_FILE = /design/flow/constraint.sdc
export NUM_CORES = 4
export LEC_CHECK = 1
export CORE_UTILIZATION = 40
### design/flow/constraint.sdc
current_design REG_32

set clk_period 6.9
set clk_io_pct 0.2

create_clock -name clk0 -period $clk_period [get_ports {clk}]

set non_clock_inputs [all_inputs -no_clocks]
set_input_delay [expr $clk_period * $clk_io_pct] -clock clk0 $non_clock_inputs
set_output_delay [expr $clk_period * $clk_io_pct] -clock clk0 [all_outputs]
==> flow_summary.yaml <==
# yosys + openroad results
timing:
  holdWs_ns: 0.486
  tightest_slew_ns: 0.982
  setup-violations-final: 0
  setup_tns_ns: 0
  clock-skew-final_ns: 0.0255
  period_used_pct: 53.7
  slew_headroom_pct: 34.1
  max_freq_mhz: 270
  rsz0062_at_grt: "false"
  final-max-slew-violation-count: 0
  finalHoldViolCount: 0
  setup_ws_ns: 3.19
  fin_crit_ns: 3.71
run:
  max_cap_violations: 0
  warnings: 25
setup_path:
  cpPeakStageDelay_ns: 0.82
  slowest_stage: "nor3_2"
  cp-end-kind: "flop"
  crit_chain: "clkdlybuf4s50_1 -> buf_4 -> nor2b_2 -> nand2_1 -> nor3_2 -> buf_4"
  cpMostUsedCell: "buf_4"
  required_ns: 7.16
  crit_arrival_ns: 3.97
  worstSetupPathType: "input port to flop"
  critPathMaxFanout: 33
  start_kind: "input port"
grt:
  overflow: 0
  grt_pass1_wl_mm: 68.4
  grt_max_degree: 59
  grt_usage_pct: 19.3
  grt_pass1_vias: 11100
  antenna_found_initial: 3
cells_and_area:
  fill_cells: 4109
  final_layout_top_logic_cells: "512 x edfxtp_1, 144 x mux2i_1, 66 x clkdlybuf4s50_1"
  final_layout_size_suffix_gt1_share_pct: 16.3
  layout_top_cell: "edfxtp_1"
  fin_util_pct: 47.2
  syn_to_final_growth_pct: 15.5
synth:
  yosys_warnings: 1
  edf_count: 512
  synth_cell_types: 30
  ys_area_mm2: 0.0207
  flop_cell: "edfxtp_1"
  syn_area_mm2: 0.0207
  postSynthAreaPerCell_um2: 19.4
  yosys-stat-cells: 1064
  synth_flops: 544
  ys_seq_share_pct: 77.4
  syn_inst: 1064
  ys_async_sr_fraction_pct: 0
status:
  status: "finished clean"
drt:
  drtIter0Drc: 437
  wl_mm: 45.5
  ant_nets: 0
  vias: 10200
  vias_per_cell: 5.45
  drcViolationCount: 0
  wl_per_cell_um: 24.2
  dr.pass1.iters: 5
clock_tree:
  cts_hold_buf: 0
  cts_buffer_depth: 3
  cts.sinks: 544
  cts_resized: 0
  cts.reportedPaths.clkPinSlew_ns: 0.06
  tritoncts: "yes"
  clock_latency_ns: 0.61
  cts-root-buf: "clkbuf_16"
  numCtsBuffers: 54
  post-cts-setup-buffers: 0
  h-tree-depth: 2
power:
  leakagePower_uw: 0.00782
  peakVddDrop_mv: 0.189
  powerDensity_mw_per_mm2: 286
die:
  die_h_um: 229
  core_region_area_mm2: 0.0506
  io_pins: 72
  die_area_mm2: 0.0526
  fp_util_pct: 40.9
  die_w_um: 229
  rows: 82
placed_design:
  gp_congestion: 0.813
  portBuffers: 71
  dp_hpwl_mm: 25.0
  post-place-ws_ns: 2.59
hold_path:
  hold_class: "flop to flop"
[power by group]
group          total [uW]  switching [uW]  internal [uW]
Sequential           3660            16.8           3640
Clock                2850            1200           1640
Combinational         326             188            138
Total                6830            1410           5430
[cell families (layout without fill, tap and decap cells)]
group           count (synthesis)  in the layout  synth area share (%)
flops                         544            544                  77.4
mux                           200            200                  13.1
compound gates                128            128                  4.57
simple gates                  128            128                  2.70
buf+inv                        64            208                  2.21
other cells                     0              1                     0
[per-layer routing]
layer / vias up / track usage (%) / share of wire, % / routed length [um]
li1: 4545 / - / - / -
met1: 5076 / 26.0 / 37 / 17100
met2: 553 / 28.3 / 47 / 21300
met3: 66 / 12.1 / 13 / 6100
met4: 8 / 3.44 / 2.0 / 914
met5: - / 2.67 / 0.28 / 127
[cell type report]
cell class / count / area, um^2 / share of cell area (%)
clock inverters: 26 / 219 / 0.917
well taps: 672 / 841 / 3.52
flip-flops and latches: 544 / 16000 / 67.1
diodes: 1 / 2.50 / 0.0105
clock buffers: 75 / 1510 / 6.33
multi-input cells: 456 / 4320 / 18.1
repair buffers: 107 / 968 / 4.06
[final timing paths]
path                                           startpoint                         end  slack [ns]  cells after the start
worst min-delay path            read_data[9]$_SDFFE_PP0P_   read_data[9]$_SDFFE_PP0P_        0.49                      2
worst max-delay path                              addr[1]       data[2][21]$_DFFE_PP_        3.19                      6
worst min register to register  read_data[9]$_SDFFE_PP0P_   read_data[9]$_SDFFE_PP0P_        0.49                      2
worst max register to register      data[6][13]$_DFFE_PP_  read_data[13]$_SDFFE_PP0P_        5.51                      3
[cell usage after synthesis, drive strengths merged (12+ instances only)]
| cell type | count | area (um^2) |
|---|---|---|
| clkbuf | 26 | 97.6 |
| nand2 | 24 | 90.1 |
| mux2i | 144 | 1440 |
| buf | 38 | 359 |
| edfxtp | 512 | 15400 |
| mux4 | 56 | 1260 |
| o221ai | 12 | 105 |
| a311oi | 20 | 175 |
| a211oi | 12 | 90.1 |
| nand3 | 20 | 100 |
| dfxtp | 32 | 641 |
| a22oi | 12 | 90.1 |
| a2bb2oi | 20 | 175 |
| o22ai | 40 | 250 |
| a21oi | 12 | 60.1 |
| nor2 | 66 | 248 |
[flip-flops by register name (all words and copies together), names as in the netlist]
name and flops:
read_data 32, data 512
[critical path, delay by kind of cell]
kind | cells | cell delay (ns)
buffers and inverters | 3 | 1.29
and+or+nand+nor | 3 | 1.28
[metrics by stage]
step                      power (uW)  cell area [um^2]  std cells
final                           6830             23900       1881
after floorplan                 3910             20700       1064
after global routing            7030             23900       1881
after global placement          4060             22100       1779
after detailed placement        4060             22100       1779
after CTS                       6900             23900       1880
Power figures rest on the tool's default switching activity, not on a simulated workload.
